`flow/run.sh`:
```
#!/bin/bash
# OpenROAD 26Q1-2900-gdf79404cd8, Yosys 0.63+post, stock flow scripts
make -C /OpenROAD-flow-scripts/flow DESIGN_CONFIG=/design/flow/config.mk WORK_HOME=/design/flow/orfs finish
```
`flow/config.mk`:
```
export PLATFORM = sky130hd
export DESIGN_NAME = axi4_switch_wrr
export DESIGN_NICKNAME = axi4_switch_wrr
export VERILOG_FILES = /design/flow/design.v
export SDC_FILE = /design/flow/constraint.sdc
export NUM_CORES = 4
export LEC_CHECK = 1
export CORE_AREA = 10 10 703 703
export DIE_AREA = 0 0 713 713
```
`flow/constraint.sdc`:
```
current_design axi4_switch_wrr

set clk_period 42.8
set clk_io_pct 0.2

create_clock -name clk0 -period $clk_period [get_ports {clk}]

set non_clock_inputs [all_inputs -no_clocks]
set_input_delay [expr $clk_period * $clk_io_pct] -clock clk0 $non_clock_inputs
set_output_delay [expr $clk_period * $clk_io_pct] -clock clk0 [all_outputs]
```
`flow/design.v`:
```
`timescale 1ns / 1ps
module axi4_switch_wrr
#(  
    parameter  TDATA_L = 512, 
    parameter  TUSER_L = 81,
    parameter  TKEEP_L = 16,
    parameter  WEIGHT_L = 4
)(
    input wire       clk,
    input wire       rst_n,
    input wire [1:0] s_req_supress,
    input wire [WEIGHT_L-1 : 0] s0_weight,
    input wire [WEIGHT_L-1 : 0] s1_weight,
    (* X_INTERFACE_INFO = "xilinx.com:interface:axis:1.0 axi_s0_i TDATA"  *)
    input  wire [TDATA_L-1 : 0] axi_s0_tdata_i,
    (* X_INTERFACE_INFO = "xilinx.com:interface:axis:1.0 axi_s0_i TUSER"  *)
    input  wire [TUSER_L-1 : 0] axi_s0_tuser_i,
    (* X_INTERFACE_INFO = "xilinx.com:interface:axis:1.0 axi_s0_i TLAST"  *)
    input  wire                 axi_s0_tlast_i,
    (* X_INTERFACE_INFO = "xilinx.com:interface:axis:1.0 axi_s0_i TKEEP"  *)
    input  wire [TKEEP_L-1 : 0] axi_s0_tkeep_i,
    (* X_INTERFACE_INFO = "xilinx.com:interface:axis:1.0 axi_s0_i TVALID" *)
    input  wire                 axi_s0_tvalid_i,
    (* X_INTERFACE_INFO = "xilinx.com:interface:axis:1.0 axi_s0_i TREADY" *)
    output reg                  axi_s0_tready_o,
    (* X_INTERFACE_INFO = "xilinx.com:interface:axis:1.0 axi_s1_i TDATA"  *)
    input  wire [TDATA_L-1 : 0] axi_s1_tdata_i,
    (* X_INTERFACE_INFO = "xilinx.com:interface:axis:1.0 axi_s1_i TUSER"  *)
    input  wire [TUSER_L-1 : 0] axi_s1_tuser_i,
    (* X_INTERFACE_INFO = "xilinx.com:interface:axis:1.0 axi_s1_i TLAST"  *)
    input  wire                 axi_s1_tlast_i,
    (* X_INTERFACE_INFO = "xilinx.com:interface:axis:1.0 axi_s1_i TKEEP"  *)
    input  wire [TKEEP_L-1 : 0] axi_s1_tkeep_i,
    (* X_INTERFACE_INFO = "xilinx.com:interface:axis:1.0 axi_s1_i TVALID" *)
    input  wire                 axi_s1_tvalid_i,
    (* X_INTERFACE_INFO = "xilinx.com:interface:axis:1.0 axi_s1_i TREADY" *)
    output reg                  axi_s1_tready_o,
    (* X_INTERFACE_INFO = "xilinx.com:interface:axis:1.0 axi_m0_o TDATA"  *)
    output reg  [TDATA_L-1 : 0] axi_m0_tdata_o,
    (* X_INTERFACE_INFO = "xilinx.com:interface:axis:1.0 axi_m0_o TUSER"  *)
    output reg  [TUSER_L-1 : 0] axi_m0_tuser_o,
    (* X_INTERFACE_INFO = "xilinx.com:interface:axis:1.0 axi_m0_o TLAST"  *)
    output reg                  axi_m0_tlast_o,
    (* X_INTERFACE_INFO = "xilinx.com:interface:axis:1.0 axi_m0_o TKEEP"  *)
    output reg  [TKEEP_L-1 : 0] axi_m0_tkeep_o,
    (* X_INTERFACE_INFO = "xilinx.com:interface:axis:1.0 axi_m0_o TVALID" *)
    output reg                  axi_m0_tvalid_o,
    (* X_INTERFACE_INFO = "xilinx.com:interface:axis:1.0 axi_m0_o TREADY" *)
    input  wire                 axi_m0_tready_i
);
localparam NUM_IN = 2;
reg [NUM_IN-1 : 0] port_busy;  
reg [NUM_IN-1 : 0] port_order;  
wire [NUM_IN-1 :0] port_valid;
wire [NUM_IN-1 :0] port_last;
wire [NUM_IN-1 : 0] port_ready;
reg [NUM_IN-1 : 0] cur_state;
reg [WEIGHT_L : 0] s0_counter;
reg [WEIGHT_L : 0] s1_counter;
assign port_valid = {axi_s1_tvalid_i, axi_s0_tvalid_i};
assign port_last  = {axi_s1_tlast_i , axi_s0_tlast_i};
assign port_ready = {axi_s1_tready_o, axi_s0_tready_o};
reg  [WEIGHT_L : 0] counter0_next, counter1_next;
wire [WEIGHT_L : 0] counter0_add_, counter1_add_;
wire [WEIGHT_L : 0] counter0_add, counter1_add;
wire [WEIGHT_L : 0] counter0_sel_, counter1_sel_;
wire [WEIGHT_L : 0] counter0_sel, counter1_sel;
reg  [1:0] arbit_result;
assign counter0_add_ = s0_counter + s0_weight;
assign counter1_add_ = s1_counter + s1_weight;
assign counter0_add = ((s0_counter[WEIGHT_L] == 1'b0) &&  (counter0_add_[WEIGHT_L] == 1'b1)) ? {1'b0, {WEIGHT_L{1'b1}}} : counter0_add_;
assign counter1_add = ((s1_counter[WEIGHT_L] == 1'b0) &&  (counter1_add_[WEIGHT_L] == 1'b1)) ? {1'b0, {WEIGHT_L{1'b1}}} : counter1_add_;
assign counter0_sel_ = counter0_add - (counter0_add + counter1_add);
assign counter1_sel_ = counter1_add - (counter0_add + counter1_add);
assign counter0_sel = ((counter0_add[WEIGHT_L] == 1'b1) && (counter0_sel_[WEIGHT_L] == 1'b0)) ? {1'b1, {WEIGHT_L{1'b0}}} : counter0_sel_;
assign counter1_sel = ((counter1_add[WEIGHT_L] == 1'b1) && (counter1_sel_[WEIGHT_L] == 1'b0)) ? {1'b1, {WEIGHT_L{1'b0}}} : counter1_sel_;
always @(*)begin
    if ($signed(counter0_add) >= $signed(counter1_add))begin
        counter0_next <= counter0_sel;
        counter1_next <= counter1_add;
        arbit_result  <= 2'b01;
    end else begin
        counter0_next <= counter0_add;
        counter1_next <= counter1_sel;
        arbit_result  <= 2'b10;
    end
end
always @(*) begin
    axi_s0_tready_o = 1'b0;
    axi_s1_tready_o = 1'b0;
    axi_m0_tlast_o  = 1'b0;
    axi_m0_tvalid_o = 1'b0;
    axi_m0_tdata_o  = {TDATA_L{1'bx}};
    axi_m0_tuser_o  = {TUSER_L{1'b0}};
    axi_m0_tkeep_o  = {TKEEP_L{1'bx}};
    case (cur_state)
        2'b00: begin
            case (port_valid)
                2'b01 : begin
                    axi_s0_tready_o = axi_m0_tready_i;
                    axi_m0_tdata_o  = axi_s0_tdata_i;
                    axi_m0_tuser_o  = axi_s0_tuser_i;
                    axi_m0_tlast_o  = axi_s0_tlast_i;
                    axi_m0_tkeep_o  = axi_s0_tkeep_i;
                    axi_m0_tvalid_o = axi_s0_tvalid_i;
                end
                2'b10 : begin
                    axi_s1_tready_o = axi_m0_tready_i;
                    axi_m0_tdata_o  = axi_s1_tdata_i;
                    axi_m0_tuser_o  = axi_s1_tuser_i;
                    axi_m0_tlast_o  = axi_s1_tlast_i;
                    axi_m0_tkeep_o  = axi_s1_tkeep_i;
                    axi_m0_tvalid_o = axi_s1_tvalid_i;
                end
                2'b11 : begin
                    axi_s0_tready_o = axi_m0_tready_i & port_order[0];
                    axi_s1_tready_o = axi_m0_tready_i & port_order[1];
                    axi_m0_tdata_o  = (port_order[0]) ?  axi_s0_tdata_i : axi_s1_tdata_i;
                    axi_m0_tuser_o  = (port_order[0]) ?  axi_s0_tuser_i : axi_s1_tuser_i;
                    axi_m0_tlast_o  = (port_order[0]) ?  axi_s0_tlast_i : axi_s1_tlast_i;
                    axi_m0_tkeep_o  = (port_order[0]) ?  axi_s0_tkeep_i : axi_s1_tkeep_i;
                    axi_m0_tvalid_o = (port_order[0]) ?  axi_s0_tvalid_i: axi_s1_tvalid_i;
                end
             endcase
        end
        2'b01: begin
            axi_s0_tready_o = axi_m0_tready_i;
            axi_m0_tdata_o  = axi_s0_tdata_i;
            axi_m0_tuser_o  = axi_s0_tuser_i;
            axi_m0_tlast_o  = axi_s0_tlast_i;
            axi_m0_tkeep_o  = axi_s0_tkeep_i;
            axi_m0_tvalid_o = axi_s0_tvalid_i;
         end
         2'b10 : begin
            axi_s1_tready_o = axi_m0_tready_i;
            axi_m0_tdata_o  = axi_s1_tdata_i;
            axi_m0_tuser_o  = axi_s1_tuser_i;
            axi_m0_tlast_o  = axi_s1_tlast_i;
            axi_m0_tkeep_o  = axi_s1_tkeep_i;
            axi_m0_tvalid_o = axi_s1_tvalid_i;
         end
         default : begin
            axi_s0_tready_o = 1'b0;
            axi_s1_tready_o = 1'b0;
         end            
      endcase                            
end
always @(posedge clk) begin
    if (!rst_n) begin
        port_busy  <= 2'b00;
        port_order <= 2'b01;
        cur_state  <= 2'b00;
        s0_counter <= {WEIGHT_L{1'b0}};
        s1_counter <= {WEIGHT_L{1'b0}};
    end else begin
        port_order <= arbit_result;
        case(cur_state)
            2'b00 : begin
                if      (port_valid == 2'b01) begin
                    if (port_last[0] != 1'b1 && port_ready[0]) cur_state <= 2'b01;
                end
                else if (port_valid == 2'b10 ) begin
                    if (port_last[1] != 1'b1 && port_ready[1]) cur_state <= 2'b10;
                end
                else if (port_valid == 2'b11) begin  
                    if (!(port_order & port_last & port_ready))begin
                        cur_state <= port_order;
                        s0_counter <= counter0_next;
                        s1_counter <= counter1_next;
                    end 
                end
            end
            2'b01 : begin
                if (port_last[0] && port_ready[0]) cur_state  <= 2'b00;
            end
            2'b10 : begin
                if (port_last[1] && port_ready[1]) cur_state  <= 2'b00;
            end
            default : cur_state <= 2'b11;
        endcase
      end
   end        
endmodule
```
==> impl_metrics.ini <==
; yosys + openroad results
[worst_setup_path]
cp_endpoint_kind = output port
crit_buf_inv = 7
critPathMaxStageDelay_ns = 1.01
startpoint_type = input pin
regToRegStartpoint = s0_counter[0]
critical_path.max_fanout = 49
worstSetupPathType = input pin to output port
cp_cell_sequence = clkdlybuf4s50_1 > ha_1 > inv_1 > nor2_1 > a21oi_4 > buf_4 > buf_4 > buf_4 > buf_4 > a221oi_1 > a21oi_1 > clkdlybuf4s50_1
timing.critical_path.arrival_ns = 14.17
startpoint = axi_s0_tvalid_i
critPathRequiredTime_ns = 34.24
crit_slowest_cell = sky130_fd_sc_hd__clkdlybuf4s50_1
critical-path-top-cell-by-count = sky130_fd_sc_hd__buf_4
critical_path.top_delay_family = buffers and inverters

[die]
fp.dieH_um = 713
overall_die_area_sq_mm = 0.5084
placement_rows = 254
die.size.x_um = 713
core_area_sq_mm = 0.4786
ios = 1848
share_of_the_core_filled_by_cells_before_placement = 0.03236

[global_routing]
grt-ovfl-total = 0
global_route.usage.total = 0.1744
grt_start_max_net_pins = 122
grt_pass1_vias = 28740
antenna_violations_before_repair = 576
grt_first_pass_wirelength_um = 525600

[cts]
path_clk_slew_ns = 0.05
cts_post_setup_buffers_inserted = 0
clockBufferDepth = 2
cts.htree.levels = 1
numClockSinks = 14
cts.repair.resized = 0
cts_tree = done
cts_made_buffers = 3
hold_buffers = 0
clkLatencyLatePin_ns = 0.24
cts_root_buf = sky130_fd_sc_hd__clkbuf_16

[min_path]
hold_path_class = flip-flop to flip-flop
hold_path.startpoint = s0_counter[2]

[sta]
period_minus_slack_ns = 22.73
max-slew-margin-rel = 0.3324
fin_setup_tns_ns = 0
achievable-frequency_mhz = 44.00
grt_setup_unrepaired = no
worst_pin_slew_ns = 1.001
layout_setup_ws_ns = 20.07
skew_ns = 0.001544
setup-violations-final = 0
fin_crit_sh = 0.5311
timing_max_transition_violations_final = 0
hold_viol = 0

[yosys]
synthFlopType = sky130_fd_sc_hd__dfxtp_1
number_of_warnings_printed_during_yosys_synthesis = 1
gate_count_after_technology_mapping = 2360
yosys-stat-cells = 2360
post_synth_instance_area_sq_mm = 0.01549
number_of_enable_flip_flop_cells = 0
asyncSetResetFlopFracSynth = 0
largest_area_cell = sky130_fd_sc_hd__a221oi_1
yosys.stat.chipArea_sq_mm = 0.01549
yosys-top-cells-area = sky130_fd_sc_hd__a221oi_1 (30%), sky130_fd_sc_hd__a22oi_1 (30%), sky130_fd_sc_hd__a21oi_1 (18%)
postSynthAreaPerCell_sq_um = 6.562
synthDistinctLibCells = 53
yosys.stat.seqShare = 0.01810
synth.top_cell.area_share = 0.2986
postSynthRegisterBits = 14

[routing]
route.detailed.drc = 0
detail_route.iter0.violations = 4170
vias = 33780
wire_length_after_detailed_routing_um = 459200
drt-vias-per-instance = 3.218
drt_first_pass_iters = 9
wire_per_inst_um = 43.75
ant_nets = 0

[run_status]
run_status = finished, final reports clean

[power_and_ir_drop]
cell_leakage_power_nw = 11.44
maximum_ir_drop_on_the_vdd_rail_mv = 0.05966
power_density_mw_per_mm2 = 78.16
fin_total_pwr_mw = 3.266

[placed_design]
finalWeightedCongestion = 1.071
dp_hpwl_um = 423300
place.detailed.instances = 10300
buffer_ports.inserted = 1845
dpl_worst_slack_ns = 20.10

[finish]
sequential_cell_area_sq_um = 280.3
fillerInstances = 55960
lay_top_count = sky130_fd_sc_hd__clkdlybuf4s50_1
layout_top_cells = sky130_fd_sc_hd__clkdlybuf4s50_1 (1,845), sky130_fd_sc_hd__a22oi_1 (612), sky130_fd_sc_hd__a21oi_1 (547), sky130_fd_sc_hd__a221oi_1 (528), sky130_fd_sc_hd__nor2_1 (96)
synthToLayoutAreaGrowth_pct = 169.8
share_of_cells_above_drive_strength_1 = 0.02564
layout.area.comb_sq_mm = 0.01373
instances_no_fill = 10500
layout.core_utilization = 0.08731

[run]
drv_cap = 0
tool_warnings = 46
Yosys cell counts (all sizes together), types with 8 or more instances:
cell type    n
dfxtp       14
a22oi      612
clkbuf     358
inv         31
xnor2        8
buf         25
nand2        9
nor2        96
a221oi     528
ha          31
a21oi      548
a21o         9
o21ai       16
stage by stage:
stage,hold slack (ns),instance area [sq um]
6_report,0.4774,41790
5_1_grt,0.5068,41450
4_1_cts,0.4833,41300
3_5_place_dp,0.4683,41210
3_3_place_gp,0.4600,41210
2_1_floorplan,0.4459,15490
cell families after synthesis:
group                    count (synthesis)  share of synthesized area
flip-flops                              14                    0.01810
XOR/XNOR                                15                   0.009453
adder cells (fa/ha/maj)                 36                    0.03151
AND-OR/OR-AND                         1746                     0.8009
multiplexers                             3                   0.002020
buffers and inverters                  414                     0.1010
AND/OR/NAND/NOR                        132                    0.03700
where the power goes:
| part | switching (mW) | total, mW | internal [mW] |
|---|---|---|---|
| Sequential | 0.00310 | 0.0192 | 0.0161 |
| Clock | 0.00584 | 0.0200 | 0.0142 |
| Combinational | 2.00 | 3.23 | 1.23 |
| Total | 2.00 | 3.27 | 1.26 |
final cells by class:
type | instances | share of cell area
Inverter | 31 | 0.002845
Antenna cell | 196 | 0.01174
Tap cell | 6400 | 0.1916
Timing Repair Buffer | 1919 | 0.4564
Clock buffer | 4 | 0.002126
Multi-Input combinational cell | 1932 | 0.3285
Sequential cell | 14 | 0.006707
registers in the layout, indices dropped and copies added (netlist names):
| register | count |
|---|---|
| cur_state | 2 |
| port_order | 2 |
| s0_counter | 5 |
| s1_counter | 5 |
worst register-to-register path: stages (launching register included):
cell                      delay [ns]
sky130_fd_sc_hd__dfxtp_1        0.33
sky130_fd_sc_hd__ha_1           0.18
sky130_fd_sc_hd__inv_1          0.06
sky130_fd_sc_hd__fa_1           0.41
sky130_fd_sc_hd__nor2b_1        0.13
sky130_fd_sc_hd__o21ai_1        0.08
sky130_fd_sc_hd__a21oi_1        0.31
sky130_fd_sc_hd__nor2_1         0.14
sky130_fd_sc_hd__inv_1          0.14
sky130_fd_sc_hd__ha_1           0.19
sky130_fd_sc_hd__inv_1          0.07
sky130_fd_sc_hd__fa_1           0.54
sky130_fd_sc_hd__xnor2_2        0.34
sky130_fd_sc_hd__xor2_1         0.23
sky130_fd_sc_hd__ha_1           0.30
sky130_fd_sc_hd__a21o_1         0.17
sky130_fd_sc_hd__a21oi_1        0.20
sky130_fd_sc_hd__xor2_1         0.25
sky130_fd_sc_hd__xnor2_2        0.21
sky130_fd_sc_hd__o21ai_1        0.12
sky130_fd_sc_hd__a31oi_1        0.16
layer usage:
| metal | up-vias | global-route usage | share of wire |
|---|---|---|---|
| met4 | 322 | 0.05375 | 0.043 |
| met2 | 2885 | 0.2645 | 0.43 |
| met3 | 1044 | 0.1388 | 0.18 |
| met1 | 16010 | 0.1836 | 0.34 |
| li1 | 13510 | - | - |
| met5 | - | 0 | 0.0057 |
worst paths after layout:
check / to / depth (start not counted) / slack [ns]
max: axi_m0_tdata_o[352] / 12 / 20.07
min: s0_counter[2] / 1 / 0.48
max reg2reg: s1_counter[2] / 20 / 38.16
min reg2reg: s0_counter[2] / 1 / 0.48
No activity file was given, so power comes from the tool's default toggle rates.
